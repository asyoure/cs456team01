==> design/flow/design.v <==
`timescale 1ns / 1ns
module adder(
    input [5:0] a,
    input [5:0] b,       
    output [5:0] sum
);
    assign sum = a + b;  
endmodule
`timescale 1ns / 1ns
module mux(
    input [5:0] d0,      
    input [5:0] d1,      
    input s,             
    output [5:0] out     
);   
    assign out = s ? d1 : d0;    
endmodule
`timescale 1ns / 1ns
module pc_top(
        input sysclk,
        input [3:0] BUTTONS,
        input [1:0] SWITCHES,
        output reg [5:0] LEDS
    );
    assign in_bit = BUTTONS[3];
    assign ld = SWITCHES[0];
    assign cnt = BUTTONS[2];
    assign add_mux_s = SWITCHES[1];
    wire [5:0] in_mux_out;
    wire [5:0] reg_out;
    wire [5:0] add_4_out;
    wire [5:0] add_n_out;
    wire [5:0] add_mux_out;
    wire load_or_count;
    mux in_mux(add_mux_out, {in_bit, 5'b00000}, ld, in_mux_out);
    or(load_or_count, ld, cnt);
    reg_6bit program_counter(sysclk, load_or_count, in_mux_out, reg_out);
    adder adder_4(reg_out, 6'b000100, add_4_out);
    adder adder_n(reg_out, {3'b000, BUTTONS[1], BUTTONS[0], 1'b0}, add_n_out);
    mux add_mux(add_4_out, add_n_out, add_mux_s, add_mux_out);
    always @(reg_out) begin
        LEDS <= reg_out;
    end
endmodule
`timescale 1ns / 1ns
module reg_6bit(
    input clk,
    input ld,
    input [5:0] Lvalue,
    output reg [5:0] out
);
    always @(posedge clk) begin
        if (ld) begin
            out <= Lvalue;
        end
    end
endmodule
==> design/flow/run.sh <==
#!/bin/bash
# OpenROAD 26Q1-2900-gdf79404cd8, Yosys 0.63+post, stock flow scripts
make -C /OpenROAD-flow-scripts/flow DESIGN_CONFIG=/design/flow/config.mk WORK_HOME=/design/flow/orfs finish
==> design/flow/config.mk <==
export PLATFORM = sky130hd
export DESIGN_NAME = pc_top
export DESIGN_NICKNAME = pc_top
export VERILOG_FILES = /design/flow/design.v
export SDC_FILE = /design/flow/constraint.sdc
export NUM_CORES = 4
export LEC_CHECK = 1
export CORE_AREA = 10 10 70 70
export DIE_AREA = 0 0 80 80
==> design/flow/constraint.sdc <==
current_design pc_top

set clk_period 2.3
set clk_io_pct 0.2

create_clock -name clk0 -period $clk_period [get_ports {sysclk}]

set non_clock_inputs [all_inputs -no_clocks]
set_input_delay [expr $clk_period * $clk_io_pct] -clock clk0 $non_clock_inputs
set_output_delay [expr $clk_period * $clk_io_pct] -clock clk0 [all_outputs]
==> impl_metrics.tcl <==
# collected from the flow reports
set metrics [dict create \
    design.die.area_um2 6400 \
    chipWidth_um 80 \
    post_dp_cell_area_um2 545.5 \
    cts-resized-gates 0 \
    gp_congestion 0.7803 \
    reg.largest.list "program_counter.out (5)" \
    warnings 25 \
    floorplan.initialDensity_pct 11.17 \
    r2r_setup_slack_ps 370 \
    clock_root_buffer "sky130_fd_sc_hd__clkbuf_4" \
    outcome "finished clean" \
    antenna_diode_count 0 \
    grt_first_pass_wirelength_um 1386 \
    grt_max_degree 8 \
    cts_setup_buffers 0 \
    timing.max_cap.violations 0 \
    power.static_leakage_uw 0.0002263 \
    registers.top_by_ff_count "program_counter.out" \
    yosys_warnings 6 \
    detailedRoute.firstPassIterationCount 2 \
    worst_path_dominant_cell_family "simple AND/OR/NAND/NOR gates" \
    routed_wire_length_per_instance_um 8.650 \
    hold_buffers 0 \
    crit_path_max_fo 2 \
    stdcell_area_um2 571.8 \
    clkTransAtPathRegs_ps 40 \
    critPathSlowestCell "sky130_fd_sc_hd__clkdlybuf4s50_1" \
    remaining_drc_errors 0 \
    worst_setup_path_end_kind "flip-flop" \
    grt_pass1_vias 312 \
    worstPathRequired_ps 2380 \
    dp_hpwl_um 746.4 \
    cts_buffers 3 \
    rsz0062_at_grt "no" \
    area.growth.synth_to_final_pct 49.84 \
    final.period_utilization_pct 97.29 \
    globalRouteOverflowTotal 0 \
    clock_net_sink_count 5 \
    via_count 310 \
    hold_path_class "flip-flop to flip-flop" \
    post_synthesis_cell_area_um2 381.6 \
    placementRows 21 \
    drive_gt1_share_pct 14.81 \
    worst_ir_drop_vdd_mv 0.1383 \
    yosysSeqAreaShare_pct 39.34 \
    power_per_cell_area_nw_per_um2 546.9 \
    detailedRoute.firstIterationViolations 4 \
    place.port_buffers 11 \
    timing_hold_violations_final 0 \
    timing.critical_path.buf_inv 2 \
    final_core_utilization_pct 16.74 \
    max_stage_delay_ps 460 \
    crit_chain "clkdlybuf4s50_1 -> ha_1 -> inv_1 -> fa_1 -> and2_4 -> or4_1 -> a31oi_1" \
    die_y_um 80 \
    detailed_route_wl_um 865 \
    fillerInstances 393 \
    buffer_depth_of_the_longest_clock_path 2 \
    path_class "input port to flip-flop" \
    arrival_ps 2320 \
    synth.lib_cells_used.distinct 20 \
    yosys_instances 39 \
    ffs_latches_synth 5 \
    io-pin-count 13 \
    postSynthCellCount 39 \
    antenna_found_initial 0 \
    core-area_um2 3416 \
    timing.clock.skew_ps 1.526 \
    setup_viol 0 \
    slew_violations 0 \
    largest_register_ff_count 5 \
    clock_tree_from_tritoncts "done" \
    cp-start-kind "input port" \
    achievable-frequency_ghz 0.4469 \
    clk-insertion-delay-late_ps 240 \
    track_usage_pct 2.819 \
    drt.antenna.violating_nets 0 \
    htreeDepth 1 \
    syn_area_per_cell_um2 9.785 \
    viasPerCell 3.100 \
    yosys-stat-area_um2 381.6 \
    minimum_clock_period_after_layout_ps 2238 \
]
## worst paths after layout
kind	end	from	cells after the start
min	program_counter.out[1]$_SDFFCE_PP0P_	program_counter.out[1]$_SDFFCE_PP0P_	2
max reg2reg	program_counter.out[5]$_DFFE_PP_	program_counter.out[1]$_SDFFCE_PP0P_	6
max	program_counter.out[5]$_DFFE_PP_	BUTTONS[0]	7
min reg2reg	program_counter.out[1]$_SDFFCE_PP0P_	program_counter.out[1]$_SDFFCE_PP0P_	2
## where the power goes
part | switching (uW) | internal (uW) | total (uW)
Clock | 32.1 | 65.3 | 97.4
Sequential | 12.0 | 116 | 128
Combinational | 32.4 | 55.2 | 87.6
## cells in the mapped netlist, drive strengths merged
| cell | number | area share (%) |
|---|---|---|
| o22ai | 1 | 1.6 |
| nand2 | 2 | 2.0 |
| mux2i | 2 | 5.2 |
| or4 | 1 | 2.0 |
| conb | 1 | 0.98 |
| a31oi | 1 | 1.6 |
| buf | 2 | 4.9 |
| fa | 1 | 5.2 |
| nor2b | 1 | 1.6 |
| edfxtp | 5 | 39 |
| ha | 3 | 9.8 |
| or2 | 1 | 1.6 |
| inv | 6 | 5.9 |
| nor2 | 6 | 5.9 |
| mux2 | 1 | 3.0 |
| a21oi | 2 | 2.6 |
| xnor2 | 1 | 2.3 |
| o31ai | 1 | 2.0 |
| and2 | 1 | 2.3 |
## per-stage QoR
step	instances	setup slack, ps	TNS (ps)	hold slack (ps)	power [uW]
after floorplan	39	345.1	0	563.4	171.7
after global placement	96	-185.9	-185.9	643.3	216.6
after detailed placement	96	-199.9	-199.9	649.9	219.2
after CTS	100	48.98	0	660.9	320.9
after global routing	100	9.597	0	744.7	341.2
final	100	62.23	0	645.7	312.7
## worst min-delay path: stages (launching register included)
cell	delay, ps
sky130_fd_sc_hd__edfxtp_1	370
sky130_fd_sc_hd__mux2i_1	90
sky130_fd_sc_hd__nor2_1	80
## cells by family (layout without fill, tap and decap cells)
kind of cell | Yosys count | count (layout) | synth area share, %
compound gates | 5 | 5 | 7.872
flops | 5 | 5 | 39.34
mux | 3 | 3 | 8.197
other cells | 1 | 1 | 0.9827
buf+inv | 8 | 23 | 10.82
xor+xnor | 1 | 1 | 2.296
simple gates | 12 | 12 | 15.41
fa+ha+maj | 4 | 4 | 15.08
## area by class of cell
cell class	count	area, um2	area share (%)
Timing Repair Buffer	13	125.1	21.88
Tap cell	46	57.56	10.07
Multi-Input combinational cell	26	190.2	33.26
Sequential cell	5	150.1	26.26
Clock buffer	4	26.28	4.595
Inverter	6	22.52	3.939
## per-layer routing
layer	track usage, %	vias to the layer above	part of all wire, %
met3	1.364	2	6.4
met1	2.842	140	39
met2	4.976	10	53
li1	-	158	-
met5	0	-	0
met4	0.8803	0	0.81
## placed cells by master, fill, tap and decap left out, types with 2 or more instances in the layout
| cell | Yosys | layout |
|---|---|---|
| sky130_fd_sc_hd__nand2_1 | 2 | 2 |
| sky130_fd_sc_hd__ha_1 | 3 | 3 |
| sky130_fd_sc_hd__a21oi_1 | 2 | 2 |
| sky130_fd_sc_hd__clkdlybuf4s50_1 | 0 | 11 |
| sky130_fd_sc_hd__buf_4 | 1 | 2 |
| sky130_fd_sc_hd__inv_1 | 6 | 6 |
| sky130_fd_sc_hd__edfxtp_1 | 5 | 5 |
| sky130_fd_sc_hd__mux2i_1 | 2 | 2 |
| sky130_fd_sc_hd__clkbuf_4 | 0 | 3 |
| sky130_fd_sc_hd__nor2_1 | 6 | 6 |
Power is estimated from default activity; no workload was simulated.

==> /design/flow/design.v <==
`timescale 1ns / 1ns
module reg_file(
        input sysclk,
        input [4:0] reg_one,
        input [4:0] reg_two, 
        input [4:0] write_reg,
        input [31:0] write_data,
        input reg_write,
        output reg [31:0] read_data_one,
        output reg [31:0] read_data_two
    );
    reg [31:0] regs [31:0];
    integer i;
    initial begin
        for (i = 0; i < 32; i = i + 1) begin
            regs[i] = 32'h0;
        end
    end
    always @(posedge sysclk) begin
        if (reg_write) begin
            regs[write_reg] <= write_data;
        end
    end
    always @(*) begin
        read_data_one <= regs[reg_one];
        read_data_two <= regs[reg_two];
    end
endmodule
==> /design/flow/run.sh <==
#!/bin/bash
# OpenROAD 26Q1-2900-gdf79404cd8, Yosys 0.63+post, stock flow scripts
make -C /OpenROAD-flow-scripts/flow DESIGN_CONFIG=/design/flow/config.mk WORK_HOME=/design/flow/orfs finish
==> /design/flow/config.mk <==
export PLATFORM = sky130hd
export DESIGN_NAME = reg_file
export DESIGN_NICKNAME = reg_file
export VERILOG_FILES = /design/flow/design.v
export SDC_FILE = /design/flow/constraint.sdc
export NUM_CORES = 4
export LEC_CHECK = 1
export CORE_UTILIZATION = 40
==> /design/flow/constraint.sdc <==
current_design reg_file

set clk_period 6.4
set clk_io_pct 0.2

create_clock -name clk0 -period $clk_period [get_ports {sysclk}]

set non_clock_inputs [all_inputs -no_clocks]
set_input_delay [expr $clk_period * $clk_io_pct] -clock clk0 $non_clock_inputs
set_output_delay [expr $clk_period * $clk_io_pct] -clock clk0 [all_outputs]
==> Slide: Implementation Results <==
Synthesis and Place & Route Summary

Global routing
  – Wire length of the first global-routing pass: approximately 220000 um
  – Aggregate global-route resource usage: 0.266
  – Global routing met3 resource utilization: 0.160
  – Grt met1 use: 0.332
  – Met2 Usage GRT: 0.401
  – Vias in the first global route: 32021
  – Antenna violations before repair: 6
  – Remaining Overflow, GRT: 0
  – Busiest layer in global routing: met2
  – Maximum number of pins on one net before global-route repair: ~75

Synthesis
  – Register bit total from synthesis: about 1000
  – Mean area per synthesized cell: ~14 um^2
  – Area leader, netlist: sky130_fd_sc_hd__edfxtp_1
  – Instance tally after logic synthesis: ~3400
  – Area share of the largest cell type after synthesis: 0.630
  – Yosys Instances: about 3400
  – Yosys cell types: 23
  – Dominant cells by area after synthesis: sky130_fd_sc_hd__edfxtp_1 (63%), sky130_fd_sc_hd__mux2i_1 (21%), sky130_fd_sc_hd__a22oi_1 (3.0%)
  – Synth warnings: 1
  – Summed standard-cell area reported by yosys: between 40000 and 50000 um^2
  – Share of the yosys chip area belonging to registers: 0.630
  – Post-synthesis cell area: a little under 50000 um^2

Pwr
  – Share of total power in sequential cells: 0.510
  – Leakage: just over 20 nW
  – Gate power share: 0.096
  – Cell Pwr Density: approximately 260 nW/um^2
  – Maximum vdd ir drop: approximately 0.21 mV
  – Reported net switching power: 3.43 mW
  – Clk pwr share: 0.394
  – Internal Power: between 10 and 15 mW
  – Post-route total power: around 15 mW
  – Net switching fraction of the power: 0.234

Cells and area
  – Top cells excl fill/tap: sky130_fd_sc_hd__mux2i_1 (1024), sky130_fd_sc_hd__edfxtp_1 (1024), sky130_fd_sc_hd__nand3_1 (194)
  – Layout cell share with drive strength beyond 1: 0.103
  – Largest registers: regs x1024
  – Flip-flop count of the largest register, all copies and words added: between 1000 and 1500
  – Synthesis-to-finish area growth: 14.0%
  – Reg with most FFs: regs
  – Number of fillers in the final layout: about 10000
  – Total non-filler cell area in the finished layout: around 56000 um^2

Floorplan
  – Starting Density: 0.405
  – Count of standard-cell rows: 127
  – Core area: around 120000 um^2
  – Die X: between 300 and 400 um
  – Total Die Area: 123000 um^2
  – I/O pin total: between 100 and 150
  – Die height: 351 um

Route
  – Number of remaining DRC errors: 0
  – DRT antenna net count: 0
  – Initial detailed-routing violation count: ~2100
  – Final WL: between 150000 and 200000 um
  – Average vias per placed instance: between 5 and 6
  – Number of optimization iterations in the first detailed-route pass: 7
  – Average wire per cell in the routed design: 29.2 um
  – Routed via count: around 31000

Timing
  – Max-slew violations: 0
  – Final Hold Slack: between 1000 and 1500 ps
  – Transition at the pin with the smallest max-transition slack: between 800 and 900 ps
  – Post-Route Setup TNS: 0 ps
  – Final worst path period share: 0.874
  – Final min period: around 5600 ps
  – Max transition margin: 0.408
  – Final setup fails: 0
  – Final Hold Violating Endpoints: 0
  – Upper clock frequency limit: 0.179 GHz
  – Setup repair after global routing missed its margin: no

CTS
  – TritonCTS clock tree: yes
  – Clk slew on worst S/H paths: about 60 ps
  – CTS root buf: sky130_fd_sc_hd__clkbuf_16
  – H-Tree Depth: 3
  – Resized cells post-CTS: 0
  – Clock buffer count from CTS: roughly 110
  – Number of clock sinks seen by CTS: slightly above 1000
  – Clock tree buffer depth: 3
  – Number of hold buffers added after cts: 0
  – Number of post-CTS setup repair buffers: 0

Critical path
  – Crit Path Max Fanout: 35
  – Startpoint types: primary input
  – Worst setup EP type: output pin
  – Worst Path Required: approximately 5100 ps
  – CP cell instances: clkdlybuf4s50_1 > nor2b_4 > buf_12 > a22o_1 > nor3_1 > a31oi_1 > nand3_1 > clkdlybuf4s50_1
  – Sum of buffers and inverters on the critical path: 3
  – Top Family by Delay on Critical Path: buffers and inverters
  – Crit Path Category: in2out
  – Library cell contributing the largest single delay on the critical path: sky130_fd_sc_hd__nor2b_4
  – Max incr delay on CP: about 740 ps
  – Critical path data arrival time: 4320 ps
  – Crit-path most repeated cell: sky130_fd_sc_hd__clkdlybuf4s50_1

Placed design
  – Quantity of I/O buffers inserted on ports: around 110
  – RePlAce Congestion: approximately 0.87
  – Half-perimeter wire length after placement: approximately 88000 um
  – Instance area at placement: 52500 um^2

Hold path
  – Worst min path class: in2reg

Run
  – Tally of OpenROAD warnings: 26
  – Max-capacitance violation count: 0

Run status
  – Outcome: complete, no violations
kinds of logic after synthesis:
| family | after synthesis | share of synthesized area |
|---|---|---|
| AND-OR/OR-AND | 576 | 0.0804 |
| multiplexers | 1024 | 0.210 |
| buffers and inverters | 253 | 0.0321 |
| flip-flops | 1024 | 0.630 |
| AND/OR/NAND/NOR | 509 | 0.0471 |
cell type report:
cell class | instances | area, um^2 | share of cell area
multi-input cells | 2109 | 16800 | 0.302
flip-flops and latches | 1024 | 30700 | 0.553
well taps | 1612 | 2020 | 0.0362
clock inverters | 65 | 430 | 0.00774
clock buffers | 126 | 2750 | 0.0494
repair buffers | 291 | 2910 | 0.0523
diodes | 2 | 5.00 | 0.0000899
per-layer routing:
layer	wire length, um	up-vias
met4	5790	12
met2	71000	1654
li1	-	13686
met5	99	-
met3	21400	319
met1	54400	15289
stage by stage:
stage	util	setup slack [ps]	cells
6_report	0.462	805	5229
5_1_grt	0.462	704	5228
4_1_cts	0.462	827	5227
3_5_place_dp	0.436	834	5036
3_3_place_gp	0.436	870	5036
2_1_floorplan	-	2690	3386
cells in the mapped netlist:
cell and n:
sky130_fd_sc_hd__clkbuf_4 4, sky130_fd_sc_hd__a22o_1 128, sky130_fd_sc_hd__and2_1 2, sky130_fd_sc_hd__a31oi_1 64, sky130_fd_sc_hd__nor2_1 35, sky130_fd_sc_hd__or3_1 1, sky130_fd_sc_hd__or3b_2 3, sky130_fd_sc_hd__or2_2 2
sky130_fd_sc_hd__nand3_1 194, sky130_fd_sc_hd__nor3_1 64, sky130_fd_sc_hd__edfxtp_1 1024, sky130_fd_sc_hd__mux2i_1 1024, sky130_fd_sc_hd__clkbuf_1 86, sky130_fd_sc_hd__buf_4 47, sky130_fd_sc_hd__buf_1 1, sky130_fd_sc_hd__nor2b_1 4
sky130_fd_sc_hd__a21oi_1 192, sky130_fd_sc_hd__nand2_1 195, sky130_fd_sc_hd__a22oi_1 192, sky130_fd_sc_hd__buf_2 70, sky130_fd_sc_hd__buf_6 45, sky130_fd_sc_hd__nand3b_1 5, sky130_fd_sc_hd__nand2b_1 4
path summary, 6_finish.rpt:
| kind | from | endpoint | slack, ps | cells past startpoint |
|---|---|---|---|---|
| max | reg_two[0] | read_data_two[5] | 800 | 8 |
| min | write_data[14] | regs[12][14]$_DFFE_PP_ | 1420 | 2 |
power by group through the flow:
| stage | logic, mW | registers, mW | clock network [mW] |
|---|---|---|---|
| after CTS | 1.40 | 7.49 | 5.85 |
| after global routing | 1.49 | 7.50 | 6.10 |
| final | 1.41 | 7.49 | 5.78 |
Power figures rest on the tool's default switching activity, not on a simulated workload.

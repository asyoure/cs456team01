===== design/flow/design.v =====
`timescale 1ns / 1ns
module data_mem(
        input sysclk,  
        input [31:0] alu_result, 
        input s1,
        input [31:0] write_data,
        input mem_write, 
        input mem_read,
        input mem_to_reg,
        output [31:0] data_out
    );
    wire [7:0] address = {alu_result[7], s1, alu_result[5:0]};
    reg [31:0] read_data;
    reg [7:0] data [31:0];
    integer i;
    initial begin
        data[8'h0] = 32'h00C0FFEE;
        data[8'h4] = 32'hA5A5A5A5;
        data[8'h8] = 32'h00000000;
        for (i = 8'hC; i < 8'h3F; i=i+4) begin
            data[i] = 32'h00000000;
        end
        data[8'h40] = 32'hFFFFFFFF;
        data[8'h44] = 32'h00000001;
        data[8'h48] = 32'h00000000;
    end
    always @(*) begin
        if (mem_read)
        begin
            read_data = data[address];
        end else begin
            read_data = 32'h0;
        end        
    end
    always @(negedge sysclk) begin
        if (mem_write) begin
            data[address] <= write_data;
        end
    end
    assign data_out = mem_to_reg ? read_data : alu_result;
endmodule

===== design/flow/run.sh =====
#!/bin/bash
# OpenROAD 26Q1-2900-gdf79404cd8, Yosys 0.63+post, stock flow scripts
make -C /OpenROAD-flow-scripts/flow DESIGN_CONFIG=/design/flow/config.mk WORK_HOME=/design/flow/orfs finish

===== design/flow/constraint.sdc =====
current_design data_mem

set clk_period 2.1
set clk_io_pct 0.2

create_clock -name clk0 -period $clk_period [get_ports {sysclk}]

set non_clock_inputs [all_inputs -no_clocks]
set_input_delay [expr $clk_period * $clk_io_pct] -clock clk0 $non_clock_inputs
set_output_delay [expr $clk_period * $clk_io_pct] -clock clk0 [all_outputs]

===== design/flow/config.mk =====
export PLATFORM = sky130hd
export DESIGN_NAME = data_mem
export DESIGN_NICKNAME = data_mem
export VERILOG_FILES = /design/flow/design.v
export SDC_FILE = /design/flow/constraint.sdc
export NUM_CORES = 4
export LEC_CHECK = 1
export CORE_UTILIZATION = 30

==> metrics.cfg <==
[outcome]
status = complete, but fails checks
violations_in_the_final_reports = negative setup slack

[clock_tree]
cts-hold-fix-buffers = 0
clkSinkCount = 256
max-clock-path-buffers = 3
cts_htree_levels = 1
cts_tree = yes
number_of_buffers_added_by_the_clock_tree_synthesis_step = 29
clkSlewWorstSetupHoldPaths_ps = 30
cts.root.buffer_cell = clkbuf_16

[critical_path]
timing.critical_path.fanout_max = 1
start_to_end_type_of_the_worst_setup_path = reg -> out
setup.worst_path.end_class = output port
setup.worst_path.start_class = flip-flop
cp.arrival_ps = 3250
critical_path_required_ps = 1680

[global_routing]
first_pass_grt_wire_length_mm = 38.9
grt_start_max_net_pins = 33
globalRouteOverflowTotal = 0
total_global_routing_track_utilization_pct = 15.4
grt_pass1_vias = 7679
initial_antenna_violation_count = 0

[floorplanning]
design.die.area_mm2 = 0.0352
die_width_um = 188
die_h_um = 188
coreArea_mm2 = 0.0337
initial_core_util_pct = 30.7
rows = 67
design.portCount = 101

[synthesis]
synth.cellmix.compoundShare_pct = 4.48
synth_cell_types = 27
top_cells_by_count = 256 x edfxtp_1, 128 x mux2i_1, 70 x o22ai_1
yosysCellCount = 610
synth.yosys.seq_area_share_pct = 74.4
synth-edff-count = 256
postSynthCellCount = 610
netlist.top_cell.by_area = edfxtp_1
top_cells_by_area_in_the_synthesized_netlist = edfxtp_1 74%, mux2i_1 12%, o22ai_1 4.2%
mux_area_share_pct = 12.4
yosysTopAreaCellShare_pct = 74.4
synthesis.area_mm2 = 0.0103
total_cell_area_reported_by_yosys_after_synthesis_mm2 = 0.0103
synth.avg_cell_area_um2 = 16.9
synthFlopType = edfxtp_1
synth.ff_latch_count = 256
synthTopLogicFamily = multiplexers
ys_warn_count = 1
synth_adder_area_share_pct = 0
most_numerous_cell_in_the_yosys_netlist = edfxtp_1
post_synth_and_or_nand_nor_area_fraction_pct = 6.46
yosys.area_share.xor_xnor_pct = 0
asyncSetResetFlopFracSynth_pct = 0

[layout]
largest_registers = data: 256 flops
number_of_flip_flops_under_the_largest_register_name = 256
syn2layout_area_growth_pct = 52.0
regMostFlops = data
nFillCells = 2806
layout-drive-gt1-share_pct = 25.9
final_core_utilization_pct = 46.6
stdcell_area_mm2 = 0.0157

[timing]
rsz0062_at_grt = true
worst_slack_ps = -1570
fin_hold_ws_ps = 1450
setup_total_negative_slack_ps = -62010
final_hold_viol_count = 0
slew_headroom_pct = 71.9
tightest_slew_ps = 422
finalSetupViolations = 264
slew_violations = 0

[power]
power.leakage_nw = 6.56
powerDensity_mw_per_mm2 = 841
peakVddDrop_v = 0.000649

[drt]
routed_wl_mm = 25.7
post_drt_wl_per_cell_um = 16.6
detail_route.drc_violations = 0
antenna_violating_nets_post_route = 0
vias = 7067
drt_iter0_drc = 299
detail_route.first_pass.iterations = 5
antenna_cells_inserted = 0
drt-vias-per-instance = 4.57

[job]
count_of_maximum_capacitance_violations = 0
stage_log_warnings = 309

[place]
port-buffer-count = 75
placement.cell_area_mm2 = 0.0130
place_congestion = 0.863
dp_hpwl_mm = 15.8

[worst_hold_path]
worstHoldPathType = in -> out
worstHoldPathCells = 4
worst_hold_startpoint = alu_result[7]
hold_path_end = data_out[7]

[layout by cell type (no fill, tap or decap), types with 6 or more instances in the layout]
cell type	netlist	layout
buf_12	0	37
buf_2	18	8
buf_4	4	66
buf_6	4	36
buf_8	0	6
clkbuf_16	0	30
clkdlybuf4s50_1	0	60
edfxtp_1	256	256
inv_1	9	271
mux2i_1	128	121
mux2i_2	0	7
nand3_4	0	7
nor2_1	36	7
nor2_4	0	29
nor2b_1	25	24
o22ai_1	70	56
o22ai_2	2	16
[cells by family after synthesis]
family,Yosys count
simple gates,111
compound gates,72
buf+inv,43
flops,256
mux,128
[stage by stage]
stage / total power (W) / setup WS, ps / cells
floorplan: 0.00690 / -747 / 610
global placement: 0.00739 / -1510 / 1209
detailed placement: 0.00740 / -1510 / 1209
CTS: 0.0134 / -1720 / 1534
global route: 0.0141 / -1660 / 1547
finish: 0.0132 / -1570 / 1547
[report_power, final]
part / leakage (nW) / switching (W) / total (W) / internal (W)
clock: 1.82 / 0.00305 / 0.00643 / 0.00338
sequential: 2.31 / 0.0000127 / 0.00574 / 0.00573
combinational: 2.43 / 0.000492 / 0.00103 / 0.000538
[worst max-delay path by stage]
stage | start | to | slack (ps) | cells past startpoint
finish | data[12][0] | data_out[0] | -1570 | 6
global route | data[14][0] | data_out[0] | -1660 | 6
CTS | data[14][0] | data_out[0] | -1720 | 6
[worst max-delay path, stage by stage (launching register included)]
cell,delay (ps)
edfxtp_1,370
mux2i_2,180
o22ai_2,120
or4_4,550
nor4_4,170
o22ai_2,110
buf_2,130
[area by class of cell]
cell class | count | area (um2) | area share, %
inverters | 8 | 57.6 | 0.367
flip-flops and latches | 256 | 7690 | 49.0
clock inverters | 277 | 1110 | 7.09
well taps | 448 | 561 | 3.57
repair buffers | 218 | 2450 | 15.6
multi-input cells | 311 | 3100 | 19.8
clock buffers | 29 | 726 | 4.62
[timing repair]
item / 4_1_cts / 5_1_grt
pin swaps: 46 / 42
endpoints found under the hold margin: 0 / 0
endpoints found under the setup margin: 288 / 288
gates resized: 104 / 65
buffers inserted: 22 / 23
cloned: 0 / 1
[layer usage]
layer  wire length [um]  up-vias  track usage [%]
li1                   -     3383                -
met1              10300     3369             19.2
met2              12100      268             21.9
met3               2580       47             9.07
met4                725        0             7.47
met5                  0        -            0.962
No activity file was given, so power comes from the tool's default toggle rates.
